==> design/flow/design.v <==
module instructionmemory #(parameter Width = 32)(
    input [Width-1:0] address,
    output [Width-1:0] RD
);
reg [Width-1:0] mem1[511:0];
initial begin
    mem1[0] = 32'h002081B3;
    mem1[4] = 32'h403202B3;
    mem1[8] = 32'h00308383;
    mem1[12] = 32'h0013F333;
    mem1[16] = 32'h001112B3;
    mem1[20] = 32'h001122B3;
    mem1[24] = 32'h00210463;
    mem1[28] = 32'h001132B3;
    mem1[32] = 32'h001142B3;
    mem1[36] = 32'h001152B3;
    mem1[40] = 32'h401152B3;
    mem1[44] = 32'h008002EF;
    mem1[48] = 32'h00110293;
    mem1[52] = 32'h00312293;
    mem1[56] = 32'h00517293;
    mem1[60] = 32'h00211293;
    mem1[64] = 32'h002102E7;
end
assign RD = mem1[address];
endmodule
==> design/flow/run.sh <==
#!/bin/bash
# OpenROAD 26Q1-2900-gdf79404cd8, Yosys 0.63+post, stock flow scripts
make -C /OpenROAD-flow-scripts/flow DESIGN_CONFIG=/design/flow/config.mk WORK_HOME=/design/flow/orfs finish
==> design/flow/config.mk <==
export PLATFORM = sky130hd
export DESIGN_NAME = instructionmemory
export DESIGN_NICKNAME = instructionmemory
export VERILOG_FILES = /design/flow/design.v
export SDC_FILE = /design/flow/constraint.sdc
export NUM_CORES = 4
export LEC_CHECK = 1
export CORE_AREA = 10 10 70 70
export DIE_AREA = 0 0 80 80
export SYNTH_MEMORY_MAX_BITS = 65536
==> design/flow/constraint.sdc <==
current_design instructionmemory

set clk_period 1.8
set clk_io_pct 0.2

create_clock -name clk0 -period $clk_period

set non_clock_inputs [all_inputs -no_clocks]
set_input_delay [expr $clk_period * $clk_io_pct] -clock clk0 $non_clock_inputs
set_output_delay [expr $clk_period * $clk_io_pct] -clock clk0 [all_outputs]
==> results.py <==
# Generated from Yosys and OpenROAD reports
metrics = {
    "placed_design": {
        "dp_cells": 152,
        "dpl_worst_slack_ns": -0.793,
        "portBuffers": 25,
        "place.gp.congestion": 0.800,
        "dp_hpwl_mm": 1.44,
    },
    "final_timing": {
        "final_max_slew_viol_count": 0,
        "finalHoldViolations": 0,
        "max_freq_mhz": 572,
        "fin_crit_ns": 1.75,
        "fin_crit_sh_pct": 97.1,
        "setup_ws_ns": 0.0529,
        "setup_viol": 0,
    },
    "finish": {
        "flops": 0,
        "fin_cells": 157,
        "area_delta_synth_final_pct": 121,
        "fillers": 368,
        "comb_area_um2": 434,
        "utilization_pct": 28.4,
        "drive_gt1_share_pct": 44.1,
        "nClkBuffers": 0,
        "regArea_um2": 0,
    },
    "job": {
        "tool_warnings": 65,
        "max_cap_violations": 0,
    },
    "floorplanning": {
        "die_w_um": 80,
        "core-area_um2": 3420,
        "io_pins": 64,
        "die_h_um": 80,
        "rows": 21,
        "die_area_um2": 6400,
        "initCoreUtil_pct": 12.9,
    },
    "global_route": {
        "grt_pass1_wl_mm": 2.75,
        "grt_max_degree": 10,
        "track_usage_pct": 5.15,
        "grt_pass1_vias": 581,
        "grt.overflow.total": 0,
        "antenna_found_initial": 0,
    },
    "worst_setup_path": {
        "cp-start-kind": "input pin",
        "critPathLaunch": "address[5]",
        "crit_fanout": 5,
        "required_ns": 1.44,
        "crit_type": "input pin to output pin",
        "arrival_ns": 1.39,
        "worst_setup_path_end_kind": "output pin",
    },
    "route": {
        "wire_per_inst_um": 11.5,
        "drt_wl_total_mm": 1.80,
        "drc": 0,
        "num_vias": 560,
        "antenna_cells": 0,
        "first_iter_violations": 15,
        "postRouteAntennaNets": 0,
        "firstDrtPassIters": 4,
        "viasPerCell": 3.57,
    },
    "synthesis": {
        "yosys_area_um2": 439,
        "synth.distinct_cells": 26,
        "synth_seq_share_pct": 0,
        "area_leaders": "buf_4, ha_1, nor2_1, a21oi_1, mux2i_1",
        "top_area_share_pct": 25.6,
        "yosys_warnings": 1,
        "syn_inst": 67,
        "yosysTopAreaCell": "buf_4",
        "synth_area_um2": 439,
        "yosysCellCount": 67,
        "synth_area_per_cell_um2": 6.55,
    },
    "power": {
        "leakage_nw": 0.480,
        "p_per_area_nw_per_um2": 182,
        "peakVddDrop_mv": 0.0647,
    },
    "outcome": {
        "status": "completed",
    },
    "cts": {
        "ctsHoldBuffers": 0,
    },
    "worst_hold_path": {
        "hold_end": "RD[30]",
        "min_path_type": "input pin to output pin",
        "min_path_cells": 3,
        "min_from": "address[6]",
    },
}
[layout make-up]
cell class,count,area share [%]
Timing Repair Buffer,51,46.5
Multi-Input combinational cell,54,44.8
Tap cell,46,5.94
Inverter,6,2.84
[synth_stat cells]
cell / count
o31ai_1: 1
nand2_1: 4
inv_1: 4
mux2i_1: 2
nand3_1: 2
inv_2: 2
nand2b_1: 1
nor2b_1: 1
o21ai_1: 1
nor4_1: 1
o32ai_1: 1
buf_4: 15
a21oi_1: 4
o221ai_1: 1
ha_1: 6
o21ai_0: 1
o2bb2ai_1: 1
a21o_1: 2
a211oi_1: 2
o21bai_1: 1
nand4_1: 1
buf_2: 2
nor2_1: 6
nor3_1: 2
conb_1: 2
or4_1: 1
[cell families after synthesis]
group	share of synthesized area, %
buffers and inverters	33.0
muxes	4.56
other	1.71
AOI/OAI and AO/OA	23.1
and+or+nand+nor	20.5
adders and majority gates	17.1
[worst max-delay path, stage by stage]
cell and delay, ns:
buf_4 0.14, inv_2 0.07, buf_4 0.12, nand2_2 0.09
nor3_2 0.12, clkdlybuf4s50_1 0.48
[per-layer routing]
layer | vias to the layer above | wire length (µm) | GRT usage (%)
met1 | 249 | 884 | 7.12
met2 | 19 | 813 | 8.35
met3 | 0 | 106 | 1.25
li1 | 292 | - | -
met5 | - | 0 | 0
met4 | 0 | 0 | 0
[through the flow]
step                setup TNS [ns]  instance area, µm²  power, mW  hold WS (ns)
finish                           0                 970      0.176          1.20
floorplan                        0                 477     0.0681         0.778
global route               -0.0220                 970      0.195          1.23
CTS                        -0.0473                 927      0.167          1.23
detailed placement          -13.62                 820      0.150          1.82
global placement            -13.47                 820      0.150          1.82
[power breakdown]
part	switching, mW	internal (mW)
Sequential	0	0
Clock	0	0
Combinational	0.0746	0.102
[layout by cell type (no fill, tap or decap), types with 2 or more instances in the layout]
cell type        Yosys  routed
conb_1               2      12
ha_1                 6       2
inv_1                4       2
buf_8                0       2
inv_4                0       2
inv_2                2       2
a21oi_1              4       4
nand3_1              2       2
ha_4                 0       3
buf_6                0       7
mux2i_1              2       2
clkdlybuf4s15_1      0       2
dlygate4sd2_1        0      15
nand2_1              4       3
nor2_1               6       5
a21o_1               2       2
buf_4               15      21
a211oi_1             2       2
buf_2                2       2
[repair_timing]
item	4_1_cts	5_1_grt
setup buffers	3	3
pin swaps	9	1
gates resized	70	9
setup endpoints to repair	20	6
[worst max path at each step]
stage,cells past startpoint,slack (ns),endpoint
CTS,5,-0.04,RD[17]
global route,8,-0.008,RD[7]
finish,6,0.05,RD[17]
No activity file was given, so power comes from the tool's default toggle rates.
