==> design.v <==
module ALU #(parameter Width = 32)(
    input [3:0] controlsignal, 
    input [Width-1:0] A1, A2,
    output reg [Width-1:0] Y, 
    output zero
);
always @(*) begin
    case (controlsignal)
        4'b0000: Y = A1 & A2;
        4'b0001: Y = A1 | A2;
        4'b0010: Y = A1 + A2;
        4'b0110: Y = A1 - A2;
        4'b0011: Y = A1 << A2;
        4'b0100: Y = ((~A1 + 1) < (~A2 + 1)) ? 1 : 0;
        4'b0101: Y = (A1 < A2) ? 1 : 0;
        4'b0111: Y = A1 ^ A2;
        4'b1000: Y = A1 >> A2;
        4'b1010: Y = A1 >>> A2;
        default: Y = {Width{1'bx}};
    endcase
end
assign zero = (Y == 0) ? 1 : 0;
endmodule
==> run.sh <==
#!/bin/bash
# OpenROAD 26Q1-2900-gdf79404cd8, Yosys 0.63+post, stock flow scripts
make -C /OpenROAD-flow-scripts/flow DESIGN_CONFIG=/design/flow/config.mk WORK_HOME=/design/flow/orfs finish
==> config.mk <==
export PLATFORM = sky130hd
export DESIGN_NAME = ALU
export DESIGN_NICKNAME = ALU
export VERILOG_FILES = /design/flow/design.v
export SDC_FILE = /design/flow/constraint.sdc
export NUM_CORES = 4
export LEC_CHECK = 1
export CORE_UTILIZATION = 30
==> constraint.sdc <==
current_design ALU

set clk_period 16.0
set clk_io_pct 0.2

create_clock -name clk0 -period $clk_period

set non_clock_inputs [all_inputs -no_clocks]
set_input_delay [expr $clk_period * $clk_io_pct] -clock clk0 $non_clock_inputs
set_output_delay [expr $clk_period * $clk_io_pct] -clock clk0 [all_outputs]
==> notes.md <==
Summary of implementation figures.

Power and ir drop
The net switching power is 277 uW. The reported leakage power is 0.00494 uW. The overall power after layout is 449 uW. The cell internal power dissipation is 172 uW. Net switching is 61.7% of the power. In this run the power density over the cells is 34.7 nW/um^2. Across the VDD grid, the largest voltage drop is 0.0157 mV.

Synth
For reference, the mux area share after synthesis is 15.8%. The sequential area share after synthesis is 0%. The library cell with the largest summed area after synthesis is ha_1. Per the post-synthesis stats, the area per cell is 6.93 sq um.

The post-synthesis share of cell area spent on and, or, nand and nor gates is 22.2%. The chip area line in the Yosys stat output reads 11,500 sq um. The cell count in the Yosys report is 1,661. The post-synthesis xor/xnor area fraction is 5.71%. The top-area cell type share of the netlist area is 14.0%. Counting the warning lines in the Yosys log gives 1.

The cell-mix breakdown from Yosys lists the adder-cell area share as 14.4%. The main logic family after synthesis is AND-OR/OR-AND gates. The number of distinct library cell variants in the gate-level netlist after synthesis is 91. By area the synthesized netlist is led by ha_1 (14%), mux4_2 (6.7%), mux2i_1 (6.2%). The post-synthesis compound-gate area fraction is 33.3%. The mapped netlist covers 11,500 sq um. The count of mapped cells out of synthesis is 1,661.

Global routing
The initial antenna violation count is 0. The number of global-route vias before repair was 12,700. Global routing finished with a remaining overflow of 0. The largest net degree at the start of global routing is 66. For this run, the total global-route usage over all layers was measured as 29.7%. The global-route wire length before repair is 85.5 mm.

Finish
The storage element area is 0 sq um. The layout summary lists the proportion of cells stronger than drive strength 1 as 9.56%. The synthesis-to-finish area growth is 12.5%.

The clock buffers instantiated in the layout total 0. The utilization after layout is 34.4%. According to the cell report, flip-flops and latches in the layout number 0. Per the cell usage report, the commonest logic cell in the layout is nand2_1. Per the cell usage report, the commonest logic cells after layout are nand2_1 (146), nor2_1 (137), ha_1 (129), a21oi_1 (114), o21ai_0 (99). After routing the design area is 13,000 sq um.

Drt
The number of DRC violations after detailed routing is 0. The wire length reported by the detailed router is 57.8 mm. The number of vias per cell after detailed routing is 6.43. Per the detail_route report, routed wire per instance is 26.4 um.

The first-pass detailed-route iteration total is 5. Once iteration 0 of detailed routing completed, the report listed 1,724 DRC markers. The routed via count is 14,100. The detail route stage leaves a number of antenna-violating nets equal to 0.

Final timing
Setup repair after global routing left no endpoint under its margin. The maximum frequency from static timing analysis is 0.0796 GHz. The slew check shows that the tightest pin keeps a relative margin of 39.3%. The last timing report of the flow puts the setup violation total at 0. The share of the clock period used by the worst path after layout is 78.5%. The post-route setup TNS is 0 ns. Looking at the max-slew report, the worst-margin pin has a slew of 0.902 ns. The worst hold-check slack is 7.34 ns.

The max-slew violation count is 0. Subtracting the final worst setup slack from the clock period gives 12.56 ns. The final-report hold violation count is 0.

Worst setup path
In this design, the largest share of critical-path delay is due to simple AND/OR/NAND/NOR gates. The type of element capturing the critical path is an output pin. The data required time at the worst endpoint is 12.80 ns. The sort of element at the start of the critical path is an input pin. STA puts the critical path data arrival time at 9.36 ns. The critical-path cell with the highest stage delay is nor4_1.

The signal on the critical path passes through clkdlybuf4s50_1 -> buf_4 -> inv_2 -> ha_1 -> nor2_1 -> a221oi_2 -> a21boi_0 -> o311ai_0 -> o311ai_0 -> o32a_1 -> or4_1 -> or4_1 -> nor4_1 -> nand4b_1 -> nor4bb_1 -> clkdlybuf4s50_1. Looking at the setup timing report, the critical path kind is in2out. Per the post-run analysis, buffers plus inverters along the critical path come to 4. The largest fanout of any net on the critical path is 38. The largest stage delay on the critical path is 0.60 ns.

Floorplanning
The vertical die size is 198 um. Row generation in the floorplan step produced 71 rows. The core outline area is 37,700 sq um. The share of the core filled by cells before placement is 30.6%.

101 I/O pins were placed. The die covers 39,100 sq um. In this run the horizontal extent of the chip is 198 um.

Hold path
The capture endpoint of the worst hold path is Y[3]. The path class of the lowest-slack min-delay path is in2out. Counting instances, the worst hold path has a depth of 4.

The worst hold path startpoint is A2[3].

Clock tree
The setup fix buffers added after clock tree synthesis is 0. Post-CTS repair changed the size of 0 cells. Hold repair after CTS inserted 0 buffers.

Placement
The standard cell area after detailed placement is 12,900 sq um. The routability-driven placement congestion ratio is 1.09. The HPWL after detailed placement is 45.6 mm. Per the placement log, port buffering inserted 101 buffers.

Flow run
The stage logs contain a warning count of 96. The report counts max-capacitance violations totalling 0.

Run status
The flow ran to the end, and the final reports show no timing, DRC or antenna violations.
## per-layer routing
layer | part of all wire, % | up-vias | GRT usage [%]
li1 | - | 6330 | -
met1 | 42 | 6681 | 42.2
met2 | 44 | 941 | 45.8
met3 | 11 | 107 | 5.55
met4 | 3.4 | 0 | 8.56
met5 | 0 | - | 0
## power groups by stage
stage         clock (uW)  combinational, uW  sequential, uW
CTS                    0                436               0
global route           0                479               0
## cell families (layout without fill, tap and decap cells)
group	Yosys count	after routing
compound gates	550	550
xor+xnor	75	75
fa+ha+maj	131	131
buf+inv	242	254
mux	134	134
other cells	0	1
simple gates	529	529
## worst max-delay path by stage
stage,slack [ns],to,from,depth (start not counted)
after global routing,3.04,zero,A2[4],23
after CTS,3.61,zero,A2[4],16
final,3.44,zero,A2[4],16
## per-stage QoR
stage	setup WS [ns]	instances
after CTS	3.61	2184
after floorplan	5.27	1661
after detailed placement	3.66	2184
after global placement	3.63	2184
final	3.44	2185
after global routing	3.04	2184
## final cells by class
type	instances	area (sq um)
fill	4009	24700
inverter	99	372
multi-input combinational	1419	10500
tap	511	639
timing repair buffer	155	1400
antenna	1	2.50
## cells in the mapped netlist (all sizes together), types with 32 or more instances
library cell / count
mux4: 34
inv: 99
o21ai: 103
nand2: 146
a21oi: 114
o22ai: 36
ha: 129
mux2i: 73
nand3: 40
nor3: 44
nor4: 32
clkbuf: 106
xnor2: 71
buf: 37
nor2: 138
a211oi: 34
## worst min-delay path, stage by stage
cell	delay, ns
buf_2	0.11
ha_1	0.23
o32a_1	0.19
clkdlybuf4s50_1	0.41
No activity file was given, so power comes from the tool's default toggle rates.
