==> design/flow/design.v <==
module Registerfile #(parameter Width = 32)(
    input clk, RegWrite,
    input [4:0] R1, R2, W1,
    input [Width-1:0] WD1,
    output [Width-1:0] RD1, RD2
);
reg [Width-1:0] Register [31:0];
initial begin
    Register[1] = 32'h00000001;
    Register[2] = 32'h00000002;
    Register[3] = 32'h00000003;
    Register[4] = 32'h00000004;
    Register[5] = 32'h00000005;
    Register[6] = 32'h00000006;
    Register[7] = 32'h00000007;
    Register[8] = 32'h00000008;
    Register[9] = 32'h00000009;
    Register[10] = 32'h00000010;
end
always @(posedge clk) begin
    if (RegWrite)
        Register[W1] <= WD1;
end
assign RD1 = (R1 != 0) ? Register[R1] : 0;
assign RD2 = (R2 != 0) ? Register[R2] : 0;
endmodule
==> design/flow/run.sh <==
#!/bin/bash
# OpenROAD 26Q1-2900-gdf79404cd8, Yosys 0.63+post, stock flow scripts
make -C /OpenROAD-flow-scripts/flow DESIGN_CONFIG=/design/flow/config.mk WORK_HOME=/design/flow/orfs finish
==> design/flow/config.mk <==
export PLATFORM = sky130hd
export DESIGN_NAME = Registerfile
export DESIGN_NICKNAME = Registerfile
export VERILOG_FILES = /design/flow/design.v
export SDC_FILE = /design/flow/constraint.sdc
export NUM_CORES = 4
export LEC_CHECK = 1
export CORE_UTILIZATION = 50
==> design/flow/constraint.sdc <==
current_design Registerfile

set clk_period 5.9
set clk_io_pct 0.2

create_clock -name clk0 -period $clk_period [get_ports {clk}]

set non_clock_inputs [all_inputs -no_clocks]
set_input_delay [expr $clk_period * $clk_io_pct] -clock clk0 $non_clock_inputs
set_output_delay [expr $clk_period * $clk_io_pct] -clock clk0 [all_outputs]
==> results.toml <==
# implementation run metrics
[logic_synthesis]
synthTopCellsByArea = "edfxtp_1, mux4_2, mux2i_1"
synth_cell_types = 40
enable_flop_cells = 1024
syn_area_um2 = 46960
common_cells = "edfxtp_1, mux4_2, mux2i_1"
syn_avg_cell_area_um2 = 19.57
syn-instance-count = 2400
ys_cells = 2400
ys_warn_count = 1
synth_flop_count = 1024
async_reset_ff_frac = 0
synth.most_common_cell = "edfxtp_1"
ys_seq_share = 0.6548
ff_type = "edfxtp_1"
synth_chip_area_um2 = 46960
synth.largest_area_cell = "edfxtp_1"
synth_top_area_share = 0.6548

[clocking]
ctsResizeCount = 0
cts_buffers = 107
ctsHoldBuffers = 0
cts.sinks = 1024
clockBufferDepth = 3
htree_levels = 3
clk_pin_slew_ns = 0.06
root_buffer = "clkbuf_16"
postCtsSetupBuffers = 0
cts_tree = "built"

[floorplan]
std_cell_rows = 112
die_area_um2 = 95150
die_h_um = 308.5
io_pins = 113
core_um2 = 93190
initCoreUtil = 0.5039
die_w_um = 308.5

[worst_setup_path]
path_cells = "clkdlybuf4s50_1 > buf_4 > nor2b_4 > buf_4 > a22o_1 > a2111oi_1 > buf_4 > nor3_1 > clkdlybuf4s50_1"
cp-start-kind = "input port"
critPathTopFamily = "buffers and inverters"
path_max_fanout = 27
cp-end-kind = "output pin"
slowest_delay_ns = 0.95
cp_data_arrival_time_ns = 4.65
cpMostUsedCell = "buf_4"
cp_num_buf_inv = 5
required_ns = 4.72
critPathKind = "input port to output pin"
cp_slowest_cell = "nor3_1"

[final_timing]
worst_pin_slew_ns = 1.217
slew_violations = 0
rsz0062_at_grt = "no"
period_minus_slack_ns = 5.830
setup_violations = 0
period_used_share = 0.9882
slew_headroom = 0.1824
hold_viol_final = 0
tns_ns = 0
fmax_ghz = 0.1715

[power]
p_per_area_nw_per_um2 = 299.2
power.internal_mw = 12.60
p_sw_mw = 3.660
clkPwrFrac = 0.405
pwr-share-comb = 0.095
leakagePower_nw = 17.62
ir_drop_mv = 0.2447
seqPwrFrac = 0.500
swShare = 0.2250

[route]
via_count = 27010
drt_wl_total_mm = 149.5
drc_errors = 0
wl_per_cell_um = 37.66
ant_nets = 0
drt-vias-per-instance = 6.806
drt-initial-drc-count = 1743
drt_first_pass_iters = 6

[place]
place_area_um2 = 50950
portBuffers = 112
hpwl_mm = 92.12
place.gp.congestion = 0.9110

[finish]
drive_gt1_frac = 0.3115
area_growth_pct = 15.74
final_cell_area_um2 = 54350
largest_reg_flops = 1024
regMostFlops = "Register"
reg_top3 = "Register x1024"

[global_route]
grt_overflow = 0
grtUsageTotal = 0.3638
grt_max_degree = 66
antenna_found_initial = 6
grt_pass1_wl_mm = 212.6
first_global_vias = 30700

[outcome]
status = "finished, final reports clean"

[hold_path]
hp-start = "WD1[13]"
hold_path_class = "input port to register"
worstHoldEndpoint = "Register[10][13]"
whs_path_depth = 2

[run]
warning_count = 26
max_cap_viol_count = 0
==> cell usage in the layout, fill, tap and decap left out, drive strengths merged, types with 5 or more instances in the layout <==
cell and instances:
a2111oi 31, nor4 9, inv 26, a221oi 23, mux2 24, a22o 62
o221ai 31, clkinvlp 6, a211oi 47, mux2i 183, a21oi 46, a211o 23
nor2b 8, o22ai 55, nand2 65, mux4 425, clkbuf 130, bufinv 10
edfxtp 1024, or3b 5, nand3b 7, nor3 33, clkdlybuf4s50 105, buf 218
nor2 35, and2 13, a32o 9, clkinv 44
==> layout make-up <==
class / instances / area [um2]
flip-flops and latches: 1024 / 30750
multi-input cells: 1150 / 15420
clock inverters: 61 / 548.0
fillers: 6548 / 38840
well taps: 1254 / 1569
repair buffers: 323 / 3115
diodes: 1 / 2.502
inverters: 25 / 96.34
clock buffers: 130 / 2849
==> routing by layer <==
layer / up-vias / wire [um] / track usage
li1: 10900 / - / -
met5: - / 691 / 0.04858
met3: 382 / 32800 / 0.3401
met2: 2324 / 66850 / 0.4913
met4: 26 / 6082 / 0.1140
met1: 13370 / 43040 / 0.4156
==> through the flow <==
| step | hold slack [ns] | instances | setup slack [ns] | total power, mW | utilization |
|---|---|---|---|---|---|
| 2_1_floorplan | 1.279 | 2400 | 1.972 | 9.052 | - |
| 3_3_place_gp | 2.012 | 3776 | 0.2809 | 9.792 | 0.5468 |
| 3_5_place_dp | 2.009 | 3776 | 0.2390 | 9.809 | 0.5468 |
| 4_1_cts | 1.295 | 3967 | 0.2342 | 16.31 | 0.5832 |
| 5_1_grt | 1.328 | 3968 | 0.06517 | 16.70 | 0.5832 |
| 6_report | 1.325 | 3968 | 0.06954 | 16.26 | 0.5832 |
==> power groups by stage <==
stage	clock (mW)	combinational, mW	sequential (mW)
6_report	6.58	1.55	8.13
5_1_grt	6.93	1.64	8.14
4_1_cts	6.65	1.53	8.13
==> kinds of logic (layout without fill, tap and decap cells) <==
group | after synthesis | after routing | share of synthesized area
multiplexers | 632 | 632 | 0.2486
other | 0 | 1 | 0
AND-OR/OR-AND | 331 | 331 | 0.05409
AND/OR/NAND/NOR | 187 | 187 | 0.01940
buffers and inverters | 226 | 539 | 0.02313
flip-flops | 1024 | 1024 | 0.6548
==> worst max-delay path by stage <==
stage         startpoint  endpoint  slack (ns)  depth (start not counted)
global route       R2[3]   RD2[15]        0.07                          9
finish             R2[3]   RD2[15]        0.07                          9
CTS                R2[3]   RD2[15]        0.23                          9
No activity file was given, so power comes from the tool's default toggle rates.
